===== flow/design.v =====
module mult_csm
(
	input [7:0] x,
	input [7:0] y,
	output [15:0] out
);
	logic [15:0] pp[9];
	assign pp[0] = '0;
	logic [16:0] cin[9];
	assign cin[0] = '0;
	logic [15:0] xy[8];
	logic [16:8] cin_end;
	assign cin_end[8] = '0;
	genvar row, col;
	generate
		for(row = 0; row < 9; row++) 
			begin	
			for(col = 0; col < 16; col++) 
			begin
				if(row > 0) begin
					if (col < row - 1) assign pp[row][col] = pp[row-1][col];
					else if (col >= row + 7) assign pp[row][col] = 0; 
				end
				if(row < 8) begin
					if(col < row) assign xy[row][col] = 1'b0;
					else if (col - row < 8) assign xy[row][col] = x[col - row] & y[row];
					else assign xy[row][col] = 1'b0;
				end
			end
		end
	endgenerate
	genvar m, n;
	generate
		for(m = 0; m < 8; m++)
			begin
			for(n = m; n < m + 8; n++)
				begin			
				fa fa_inst_row
				(
					.x(pp[m][n]),
					.y(xy[m][n]),
					.cin(cin[m][n]),
					.cout(cin[m+1][n+1]),
					.s(pp[m+1][n])
				);
				end
			end
	endgenerate
	genvar p;
	generate
		for(p = 8; p < 16; p++)
			begin
			fa fa_inst_end
				(
					.x(pp[8][p]),
					.y(cin[8][p]),
					.cin(cin_end[p]),
					.cout(cin_end[p+1]),
					.s(out[p])
				);
			end
	endgenerate	
	assign out[7:0] = pp[8][7:0];		
endmodule
module fa
(
	input x, y, cin,
	output s, cout
);
	assign s = x ^ y ^ cin;
	assign cout = x&y | x&cin | y&cin;
endmodule

===== flow/run.sh =====
#!/bin/bash
# OpenROAD 26Q1-2900-gdf79404cd8, Yosys 0.63+post, stock flow scripts
make -C /OpenROAD-flow-scripts/flow DESIGN_CONFIG=/design/flow/config.mk WORK_HOME=/design/flow/orfs finish

===== flow/config.mk =====
export PLATFORM = sky130hd
export DESIGN_NAME = mult_csm
export DESIGN_NICKNAME = mult_csm
export VERILOG_FILES = /design/flow/design.v
export SDC_FILE = /design/flow/constraint.sdc
export NUM_CORES = 4
export LEC_CHECK = 1
export CORE_UTILIZATION = 40

===== flow/constraint.sdc =====
current_design mult_csm

set clk_period 12.1
set clk_io_pct 0.2

create_clock -name clk0 -period $clk_period

set non_clock_inputs [all_inputs -no_clocks]
set_input_delay [expr $clk_period * $clk_io_pct] -clock clk0 $non_clock_inputs
set_output_delay [expr $clk_period * $clk_io_pct] -clock clk0 [all_outputs]

==> results.py <==
# Physical implementation metrics
metrics = {
    "global_route": {
        "first_global_vias": 1174,
        "grt.total_usage_pct": 13.4,
        "grt_max_degree": 9,
        "antenna_found_initial": 0,
        "grt_pass1_wl_mm": 4.51,
        "grt_overflow": 0,
    },
    "placed_design": {
        "pre_cts_slack_ns": -0.158,
        "gp_congestion": 0.787,
        "place_hpwl_mm": 2.25,
        "portBuffers": 32,
    },
    "power_and_ir_drop": {
        "internal_power_mw": 0.160,
        "p_leak_nw": 0.960,
        "irDropWorstVdd_mv": 0.0653,
        "combinationalPowerShare_pct": 100.0,
        "power.switching_mw": 0.0889,
        "pwr-share-seq_pct": 0,
        "p_sw_share_pct": 35.7,
        "clkPwrFrac_pct": 0,
        "cellPowerDensity_mw_per_mm2": 125,
    },
    "clocking": {
        "post-cts-setup-buffer-count": 0,
    },
    "synth": {
        "yosysWarnings": 7,
        "synth_seq_share_pct": 0,
        "synth_top_area_share_pct": 57.1,
        "ys_cells": 178,
        "synth.avg_cell_area_um2": 9.46,
        "top_cells_by_area": "fa_1, and2_1, inv_1",
        "yosysUniqueCellTypes": 7,
        "ys_chip_area_mm2": 0.00168,
        "synth_cells": 178,
        "common_cells": "fa_1, inv_1, and2_1",
        "syn_area_mm2": 0.00168,
        "top_cell": "fa_1",
        "top_area_cell": "fa_1",
    },
    "die": {
        "num_rows": 23,
        "die_y_um": 66.9,
        "core_area_mm2": 0.00403,
        "dieWidth_um": 66.9,
        "io_pins": 32,
        "die_area_mm2": 0.00447,
        "initCoreUtil_pct": 41.8,
    },
    "run_status": {
        "status": "complete, no violations",
    },
    "sta": {
        "tightest_slew_ns": 0.268,
        "setup_tns_ns": 0,
        "slew_viol_final": 0,
        "fin_ws_ns": 0.229,
        "hold_ws_ns": 5.95,
        "rsz0062_at_grt": "no",
        "fin_crit_sh_pct": 98.1,
        "hold_viol_final": 0,
        "setup_violations": 0,
        "max_freq_mhz": 84.2,
        "relSlewSlack_pct": 82.0,
        "min_period_ns": 11.87,
    },
    "routing": {
        "antenna_left": 0,
        "firstDrtPassIters": 3,
        "routed-via-count": 1100,
        "drc": 0,
        "viasPerCell": 4.42,
        "routed_wl_mm": 2.32,
        "routedWlPerCell_um": 9.31,
        "num_antenna_cells": 0,
        "drt_iter0_drc": 8,
    },
    "setup_path": {
        "critPathSlowestCell": "fa_1",
        "slowest_delay_ns": 0.53,
        "crit_path_end_kind": "output pin",
        "cpMostUsedCell": "fa_1",
        "worst-path-max-fanout": 2,
        "path_cells": "clkdlybuf4s50_1 > and2_1 > ha_1 > inv_1 > fa_1 > inv_1 > fa_1 > inv_1 > fa_1 > inv_1 > fa_1 > fa_1 > inv_1 > fa_1 > inv_1 > ha_1 > fa_2 > fa_2 > fa_2 > fa_2 > fa_2 > fa_1 > clkdlybuf4s50_1",
        "critPathKind": "input port to output pin",
        "cp-start-kind": "input port",
        "cp_top_family": "adder cells",
        "cp_data_arrival_time_ns": 9.45,
        "path_buffers": 8,
        "critical_path_required_ns": 9.68,
    },
    "worst_hold_path": {
        "min_path_type": "input port to output pin",
        "hold_start": "y[0]",
        "hold-path-endpoint": "out[0]",
        "hold_depth": 4,
    },
    "final_layout": {
        "n_clock_buffer": 0,
        "seq_cells": 0,
        "regArea_um2": 0,
        "area_delta_synth_final_pct": 18.5,
        "drive_gt1_share_pct": 6.03,
    },
    "job": {
        "warning_count": 32,
        "max-cap-violations": 0,
    },
}
[cells in the final DEF, fill, tap and decap left out, drive strengths merged]
cell type and n:
and2 41, buf 5, clkdlybuf4s50 31, dlygate4sd2 1
fa 48, ha 8, inv 42, nand2 23
[stage by stage]
stage	cell area, um2	std cells	power [mW]	utilization, %
floorplan	1680	178	0.191	-
global placement	1980	249	0.250	49.3
detailed placement	1980	249	0.252	49.3
CTS	1990	249	0.254	49.3
global route	2000	249	0.298	49.5
finish	2000	249	0.249	49.5
[power groups by stage]
| stage | Sequential, mW | Clock [mW] | Combinational (mW) |
|---|---|---|---|
| CTS | 0 | 0 | 0.254 |
| global route | 0 | 0 | 0.298 |
| finish | 0 | 0 | 0.249 |
[how the worst max path moves through the flow]
stage / start / to / slack (ns) / cells past startpoint
6_report: y[1] / out[14] / 0.23 / 23
5_1_grt: y[0] / out[14] / 0.008 / 23
4_1_cts: y[1] / out[14] / 0.02 / 23
[layer usage]
metal | share of wire, % | global-route usage, %
met3 | 2.9 | 0.174
met2 | 53 | 25.5
met1 | 44 | 18.9
met5 | 0 | 0
met4 | 0 | 0
[cell type report]
class / instances / area [um2]
Timing Repair Buffer: 37 / 357
Tap cell: 50 / 62.6
Fill cell: 382 / 2030
Multi-Input combinational cell: 120 / 1420
Inverter: 42 / 158
[cells by family (layout without fill, tap and decap cells)]
group / count (synthesis) / count (layout) / share of synthesized area (%)
fa+ha+maj: 56 / 56 / 63.0
simple gates: 64 / 64 / 20.5
buf+inv: 58 / 79 / 16.5
[repair_timing]
action,in CTS,in global routing
endpoints found under the setup margin,1,1
pin swaps,0,0
hold buffers,0,0
resized,2,4
Power figures rest on the tool's default switching activity, not on a simulated workload.
